**design.v**
```verilog
module apb_master(
    input wire        clk,              
    input wire        resetn,           
    input wire        start,            
    input wire        write,            
    input wire [7:0]  addr,             
    input wire [7:0]  wdata,            
    output reg        psel,             
    output reg        penable,          
    output reg        pwrite,           
    output reg [7:0]  paddr,            
    output reg [7:0]  pwdata,           
    input wire [7:0]  prdata,           
    input wire        pready,           
    output reg        pslverr           
);
localparam IDLE        = 2'b00;
localparam ADDR_PHASE  = 2'b01;
localparam DATA_PHASE  = 2'b10;
localparam WAIT_PHASE  = 2'b11;
reg [1:0] state, next_state;
always @(posedge clk or negedge resetn) begin
    if (~resetn)
        state <= IDLE;
    else
        state <= next_state;
end
always @(*) begin
    case (state)
        IDLE: begin
            if (start)        
                next_state = ADDR_PHASE;
            else
                next_state = IDLE;
        end
        ADDR_PHASE: begin
            next_state = DATA_PHASE;
        end
        DATA_PHASE: begin
            if (pready)       
                next_state = WAIT_PHASE;
            else
                next_state = DATA_PHASE;
        end
        WAIT_PHASE: begin
            next_state = IDLE;   
        end
        default: next_state = IDLE;
    endcase
end
always @(state or start or addr or wdata or write or pready) begin
    case (state)
        IDLE: begin
            psel     = 0;
            penable  = 0;
            pwrite   = 0;
            paddr    = 8'b0;
            pwdata   = 8'b0;
            pslverr  = 0;
        end
        ADDR_PHASE: begin
            psel     = 1;            
            penable  = 0;            
            pwrite   = write;        
            paddr    = addr;         
            pwdata   = wdata;        
            pslverr  = 0;            
        end
        DATA_PHASE: begin
            psel     = 1;            
            penable  = 1;            
            pwrite   = write;        
            paddr    = addr;         
            pwdata   = wdata;        
            pslverr  = 0;            
        end
        WAIT_PHASE: begin
            if (!pready) begin
                pslverr = 1;       
            end else begin
                pslverr = 0;       
            end
            psel     = 0;           
            penable  = 0;           
            pwrite   = 0;           
            paddr    = 8'b0;        
            pwdata   = 8'b0;        
        end
        default: begin
            psel     = 0;
            penable  = 0;
            pwrite   = 0;
            paddr    = 8'b0;
            pwdata   = 8'b0;
            pslverr  = 0;
        end
    endcase
end
endmodule
module apb_slave1(
    input wire        clk,               
    input wire        resetn,            
    input wire        psel,              
    input wire        penable,           
    input wire        pwrite,            
    input wire [7:0]  paddr,             
    input wire [7:0]  pwdata,            
    output reg [7:0]  prdata,            
    output reg        pready,            
    output reg        pslverr            
);
    reg [7:0] mem [0:255];   
    always @(posedge clk or negedge resetn) begin
        if (~resetn) begin
            pready <= 0;
            pslverr <= 0;
        end else begin
            if (psel && penable) begin
                if (pwrite) begin   
                    if (paddr < 8'hFF) begin   
                        mem[paddr] <= pwdata;  
                        pready <= 1;
                        pslverr <= 0;
                    end else begin
                        pslverr <= 1;   
                        pready <= 0;
                    end
                end else begin   
                    if (paddr < 8'hFF) begin
                        prdata <= mem[paddr];  
                        pready <= 1;
                        pslverr <= 0;
                    end else begin
                        pslverr <= 1;   
                        pready <= 0;
                    end
                end
            end else begin
                pready <= 0;
                pslverr <= 0;
            end
        end
    end
endmodule
module apb_slave2(
    input wire        clk,               
    input wire        resetn,            
    input wire        psel,              
    input wire        penable,           
    input wire        pwrite,            
    input wire [7:0]  paddr,             
    input wire [7:0]  pwdata,            
    output reg [7:0]  prdata,            
    output reg        pready,            
    output reg        pslverr            
);
    reg [7:0] mem [0:255];   
    always @(posedge clk or negedge resetn) begin
        if (~resetn) begin
            pready <= 0;
            pslverr <= 0;
        end else begin
            if (psel && penable) begin
                if (pwrite) begin   
                    if (paddr < 8'hFF) begin   
                        mem[paddr] <= pwdata;  
                        pready <= 1;
                        pslverr <= 0;
                    end else begin
                        pslverr <= 1;   
                        pready <= 0;
                    end
                end else begin   
                    if (paddr < 8'hFF) begin
                        prdata <= mem[paddr];  
                        pready <= 1;
                        pslverr <= 0;
                    end else begin
                        pslverr <= 1;   
                        pready <= 0;
                    end
                end
            end else begin
                pready <= 0;
                pslverr <= 0;
            end
        end
    end
endmodule
module apb_top (
    input wire        clk,            
    input wire        resetn,         
    input wire        start,          
    input wire        write,          
    input wire [7:0]  addr,           
    input wire [7:0]  wdata,          
    output wire [7:0] prdata,         
    output wire       pready,         
    output wire       pslverr         
);
    wire psel_slave1, psel_slave2;
    wire [7:0] prdata_slave1, prdata_slave2;
    wire pready_slave1, pready_slave2;
    wire pslverr_slave1, pslverr_slave2;
    apb_master master_inst (
        .clk(clk),
        .resetn(resetn),
        .start(start),
        .write(write),
        .addr(addr),
        .wdata(wdata),
        .prdata(prdata),    
        .pready(pready)     
    );
    apb_slave1 slave1_inst (
        .clk(clk),
        .resetn(resetn),
        .psel(psel_slave1),
        .penable(1),       
        .pwrite(write),
        .paddr(addr),
        .pwdata(wdata),
        .prdata(prdata_slave1),
        .pready(pready_slave1),
        .pslverr(pslverr_slave1)   
    );
    apb_slave2 slave2_inst (
        .clk(clk),
        .resetn(resetn),
        .psel(psel_slave2),
        .penable(1),       
        .pwrite(write),
        .paddr(addr),
        .pwdata(wdata),
        .prdata(prdata_slave2),
        .pready(pready_slave2),
        .pslverr(pslverr_slave2)   
    );
    assign psel_slave1 = (addr < 8'h80);    
    assign psel_slave2 = (addr >= 8'h80);   
    assign prdata = (psel_slave1) ? prdata_slave1 : prdata_slave2;
    assign pready = (psel_slave1) ? pready_slave1 : pready_slave2;
    assign pslverr = (psel_slave1) ? pslverr_slave1 : pslverr_slave2;
endmodule
```
**run.sh**
```bash
#!/bin/bash
# OpenROAD 26Q1-2900-gdf79404cd8, Yosys 0.63+post, stock flow scripts
make -C /OpenROAD-flow-scripts/flow DESIGN_CONFIG=/design/flow/config.mk WORK_HOME=/design/flow/orfs finish
```
**config.mk**
```make
export PLATFORM = sky130hd
export DESIGN_NAME = apb_top
export DESIGN_NICKNAME = apb_top
export VERILOG_FILES = /design/flow/design.v
export SDC_FILE = /design/flow/constraint.sdc
export NUM_CORES = 4
export LEC_CHECK = 1
export CORE_UTILIZATION = 30
```
**constraint.sdc**
```tcl
current_design apb_top

set clk_period 2.6
set clk_io_pct 0.2

create_clock -name clk0 -period $clk_period [get_ports {clk}]

set non_clock_inputs [all_inputs -no_clocks]
set_input_delay [expr $clk_period * $clk_io_pct] -clock clk0 $non_clock_inputs
set_output_delay [expr $clk_period * $clk_io_pct] -clock clk0 [all_outputs]
```
==> results.sh <==
# flow metrics
export IMPL_routed_via_density=5.15
export IMPL_cp_arrival_ns=3.71
export IMPL_hold_depth=1
export IMPL_fin_util_pct=41.2
export IMPL_internal_power_w=0.113
export IMPL_timing_final_ws_setup_ns=-0.377
export IMPL_edf_count=4112
export IMPL_p_comb_share_pct=4.7
export IMPL_io_pins=30
export IMPL_syn_area_mm2=0.154
export IMPL_ys_cells=9073
export IMPL_synthArstFlopShare_pct=0.0972
export IMPL_grt_usage_pct=26.4
export IMPL_clock_latency_ns=1.02
export IMPL_worst_pin_slew_ns=1.07
export IMPL_grt_max_degree=119
export IMPL_rows=262
export IMPL_tritoncts="done"
export IMPL_critPathKind="in -> reg"
export IMPL_area_sequential_mm2=0.124
export IMPL_ff_type="edfxtp_1"
export IMPL_ys_seq_share_pct=80.2
export IMPL_regToRegEndpoint="slave2_inst.prdata[4]$_DFFE_PP_"
export IMPL_postRouteAntennaNets=0
export IMPL_wl_per_cell_um=32.1
export IMPL_pwr_share_clk_pct=42.3
export IMPL_syn2layout_area_growth_pct=36.5
export IMPL_gp_congestion=1.05
export IMPL_clock_path_buffers=4
export IMPL_drc=0
export IMPL_synth_warnings=7
export IMPL_fin_skew_ns=0.0940
export IMPL_final_min_clock_period_ns=2.98
export IMPL_outcome="finished with violations"
export IMPL_simple_gate_share_pct=8.04
export IMPL_powerDensity_mw_per_mm2=689
export IMPL_xor_share_pct=0.0114
export IMPL_antenna_found_initial=38
export IMPL_drt_first_pass_iters=6
export IMPL_lay_top_cells="edfxtp_1, conb_1, buf_4, a22oi_1, nand3_1"
export IMPL_holdWs_ns=0.0657
export IMPL_synth_adder_area_share_pct=0
export IMPL_ir_drop_mv=0.616
export IMPL_synth_seq_cells=4116
export IMPL_setup_viol=25
export IMPL_die_x_um=719
export IMPL_grt_overflow_total=0
export IMPL_lay_top_count="edfxtp_1"
export IMPL_power_leakage_nw=76.1
export IMPL_comb_area_mm2=0.0407
export IMPL_core_area_mm2=0.510
export IMPL_vias=103634
export IMPL_syn_inst=9073
export IMPL_hpwlAfterDp_mm=473
export IMPL_fin_crit_sh_pct=115
export IMPL_path_max_fanout=15
export IMPL_io_buffers=28
export IMPL_drv_cap=0
export IMPL_drive_gt1_share_pct=25.4
export IMPL_max_freq_ghz=0.336
export IMPL_hp_class="in -> reg"
export IMPL_fp_utilization_pct=30.2
export IMPL_rsz0062_at_grt="true"
export IMPL_clk_pin_slew_ns=0.06
export IMPL_crit_path_start_kind="input port"
export IMPL_yosys_stat_area_mm2=0.154
export IMPL_cts_buffers=423
export IMPL_grt_pass1_vias=104501
export IMPL_sw_frac_of_total_pct=22.0
export IMPL_cp_end_kind="flop"
export IMPL_drt_iter0_drc=8544
export IMPL_syn_avg_cell_area_um2=17.0
export IMPL_rrSetupSlack_ns=-0.34
export IMPL_routed_wl_mm=647
export IMPL_whs_endpoint="slave2_inst.mem[171][4]$_DFFE_PP_"
export IMPL_rr_startpoint="slave2_inst.mem[219][4]$_DFFE_PP_"
export IMPL_relSlewSlack_pct=28.3
export IMPL_seq_power_share_pct=53.0
export IMPL_cts_num_sinks=4116
export IMPL_synth_distinct_cells=66
export IMPL_slew_viol_final=0
export IMPL_ys_sh_mux_pct=0.0942
export IMPL_die_h_um=719
export IMPL_hold_viol_final=0
export IMPL_tool_warnings=47
export IMPL_ys_sh_aoi_pct=9.73
export IMPL_grt_pass1_wl_mm=863
export IMPL_n_fill_cell=45329
export IMPL_violations="negative setup slack"
export IMPL_logic_family="AND-OR/OR-AND gates"
export IMPL_r2r_cells=8
export IMPL_cp_required_ns=3.33
export IMPL_dieArea_mm2=0.516
export IMPL_p_switching_w=0.0319
export IMPL_worstHoldStart="wdata[4]"
export IMPL_clockRootBuffer="clkbuf_16"
export IMPL_htreeDepth=5
-- timing repair --
action	4_1_cts	5_1_grt
setup endpoints to repair	374	290
buffers inserted	38	88
cloned	2	6
pin swaps	61	72
gates resized	358	229
endpoints found under the hold margin	35	0
hold buffers	6	0
-- area by class of cell --
class,instances,share of cell area (%)
inverters,18,0.0339
clock inverters,274,1.40
diodes,39,0.0464
multi-input cells,6294,19.4
flip-flops and latches,4116,58.8
repair buffers,2138,11.2
clock buffers,509,5.24
well taps,6732,4.00
-- through the flow --
step	TNS (ns)	instances	area (um2)	setup slack (ns)	total power, W
2_1_floorplan	-88.86	11129	166000	-0.441	0.0800
3_3_place_gp	-1414.84	19161	192000	-2.52	0.0843
3_5_place_dp	-1414.60	19162	192000	-2.38	0.0844
4_1_cts	-3.24	19991	208000	-0.352	0.145
5_1_grt	-4.20	20094	210000	-0.397	0.148
6_report	-3.88	20120	210000	-0.377	0.145
-- cell families (layout without fill, tap and decap cells) --
| kind of cell | after synthesis | in the layout |
|---|---|---|
| DFF | 4116 | 4116 |
| buffers and inverters | 719 | 2939 |
| muxes | 13 | 13 |
| and+or+nand+nor | 2258 | 2258 |
| other | 1 | 2096 |
| xor gates and xnor gates | 2 | 2 |
| AOI/OAI and AO/OA | 1964 | 1964 |
-- worst max-delay path by stage --
stage | from | to | slack, ns | cells after the start
4_1_cts | slave2_inst.mem[155][4]$_DFFE_PP_ | slave2_inst.prdata[4]$_DFFE_PP_ | -0.35 | 9
6_report | addr[1] | slave2_inst.prdata[5]$_DFFE_PP_ | -0.38 | 13
5_1_grt | slave2_inst.mem[155][4]$_DFFE_PP_ | slave2_inst.prdata[4]$_DFFE_PP_ | -0.40 | 8
-- registers in the layout, indices dropped and copies added (netlist names) --
signal / cells
slave1_inst.pslverr: 1
slave1_inst.prdata: 8
slave1_inst.pready: 1
slave2_inst.prdata: 8
slave2_inst.pready: 1
slave1_inst.mem: 2048
slave2_inst.pslverr: 1
slave2_inst.mem: 2048
-- power by group through the flow --
stage | clock network, W | logic (W) | registers (W)
5_1_grt | 0.0642 | 0.00716 | 0.0769
4_1_cts | 0.0619 | 0.00652 | 0.0767
6_report | 0.0613 | 0.00685 | 0.0767
-- critical path: stages --
cell and delay, ns:
buf_12 0.11, buf_12 0.15, buf_12 0.13, nor4bb_4 0.20, buf_12 0.17, buf_12 0.16, a22oi_1 0.48, o22ai_1 0.22
buf_4 0.21, or4_1 0.50, nor2_1 0.30, and4_2 0.40, o2111ai_1 0.14
-- routing by layer --
metal	track usage [%]	part of all wire (%)	vias to the layer above
li1	-	-	44044
met1	28.5	31	51288
met2	36.8	43	6763
met3	21.6	19	1473
met4	13.0	6.6	66
met5	3.04	0.49	-
-- cells in the mapped netlist (12+ instances only) --
master,number,area [um2]
edfxtp_1,4112,123000
a22oi_1,1054,7910
nand3_1,805,4030
clkbuf_1,459,1720
and3_1,295,1850
nand4_1,272,1700
nor2_1,248,931
nor3_1,219,1100
o22ai_1,170,1060
nor4_1,134,838
a32oi_1,132,1160
buf_1,120,450
a22o_1,118,1030
a2111oi_0,106,928
a21oi_1,106,531
buf_2,104,521
a222oi_1,91,911
nand2_1,89,334
or4_1,70,526
a221oi_1,45,394
o211ai_1,39,293
o21ai_0,29,145
and4_1,21,184
a31oi_1,18,113
inv_1,18,67.6
or3_1,14,87.6
nor4bb_1,13,130
o2111ai_1,13,114
buf_6,12,135
mux2_2,12,135
Power and IR drop assume default switching activity.
